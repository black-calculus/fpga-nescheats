==> ./design.v <==
package configPackage;  
    localparam SDRAM_DATA_WIDTH = 32;      
    localparam SDRAM_ROW_WIDTH = 11;       
    localparam SDRAM_COL_WIDTH = 8;        
    localparam SDRAM_BANK_WIDTH = 2;       
localparam FRAMEWIDTH = 1280;
localparam FRAMEHEIGHT = 720;
localparam TOTALWIDTH = 1650;
localparam TOTALHEIGHT = 750;
localparam SCALE = 5;
localparam VIDEOID = 4;
localparam VIDEO_REFRESH = 60.0;
localparam IDIV_SEL_X5 = 3;
localparam FBDIV_SEL_X5 = 54;
localparam ODIV_SEL_X5 = 2;
localparam DUTYDA_SEL_X5 = "1000";
localparam DYN_SDIV_SEL_X5 = 2;
localparam CLKFRQ = 74250;
localparam COLLEN = 80;
localparam AUDIO_BIT_WIDTH = 16;
localparam POWERUPNS = 100000000.0;
localparam CLKPERNS = (1.0/CLKFRQ)*1000000.0;
localparam int POWERUPCYCLES = $rtoi($ceil( POWERUPNS/CLKPERNS ));
localparam FREQ=27_000_000;           
localparam BAUDRATE=115200;
endpackage
package configPackage;  
    localparam SDRAM_DATA_WIDTH = 16;      
    localparam SDRAM_ROW_WIDTH = 13;       
    localparam SDRAM_COL_WIDTH = 9;        
    localparam SDRAM_BANK_WIDTH = 2;       
localparam FRAMEWIDTH = 1280;
localparam FRAMEHEIGHT = 720;
localparam TOTALWIDTH = 1650;
localparam TOTALHEIGHT = 750;
localparam SCALE = 5;
localparam VIDEOID = 4;
localparam VIDEO_REFRESH = 60.0;
localparam IDIV_SEL_X5 = 3;
localparam FBDIV_SEL_X5 = 54;
localparam ODIV_SEL_X5 = 2;
localparam DUTYDA_SEL_X5 = "1000";
localparam DYN_SDIV_SEL_X5 = 2;
localparam CLKFRQ = 74250;
localparam COLLEN = 80;
localparam AUDIO_BIT_WIDTH = 16;
localparam POWERUPNS = 100000000.0;
localparam CLKPERNS = (1.0/CLKFRQ)*1000000.0;
localparam int POWERUPCYCLES = $rtoi($ceil( POWERUPNS/CLKPERNS ));
localparam FREQ=27_000_000;           
localparam BAUDRATE=115200;
endpackage
module GameLoader(input clk, input reset,
                  input [7:0] indata, input indata_clk,
                  output reg [21:0] mem_addr, output [7:0] mem_data, output mem_write, output reg mem_refresh,
                  output [31:0] mapper_flags,
                  output reg done, output error,
                  output [2:0] loader_state, output [21:0] loader_bytes_left
);
  reg [2:0] state = 0;
  reg [7:0] prgsize;
  reg [3:0] ctr;
  reg [7:0] ines[0:15];  
  reg [21:0] bytes_left;
  assign error = (state == 5);
  assign loader_state = state;
  assign loader_bytes_left = bytes_left;
  wire [7:0] prgrom = ines[4];
  wire [7:0] chrrom = ines[5];
  assign mem_data = indata;
  assign mem_write = !done && (bytes_left != 0) && indata_clk;
  wire [2:0] prg_size = prgrom <= 1  ? 0 :
                        prgrom <= 2  ? 1 : 
                        prgrom <= 4  ? 2 : 
                        prgrom <= 8  ? 3 : 
                        prgrom <= 16 ? 4 : 
                        prgrom <= 32 ? 5 : 
                        prgrom <= 64 ? 6 : 7;
  wire [2:0] chr_size = chrrom <= 1  ? 0 : 
                        chrrom <= 2  ? 1 : 
                        chrrom <= 4  ? 2 : 
                        chrrom <= 8  ? 3 : 
                        chrrom <= 16 ? 4 : 
                        chrrom <= 32 ? 5 : 
                        chrrom <= 64 ? 6 : 7;
  wire [7:0] mapper = {ines[7][7:4], ines[6][7:4]};
  wire has_chr_ram = (chrrom == 0);
  assign mapper_flags = {16'b0, has_chr_ram, ines[6][0], chr_size, prg_size, mapper};
  always @(posedge clk) begin
    if (reset) begin
      state <= 0;
      done <= 0;
      ctr <= 0;
      mem_addr <= 0;   
    end else begin
      case(state)
      0: if (indata_clk) begin
           ctr <= ctr + 1;
           ines[ctr] <= indata;
           bytes_left <= {prgrom, 14'b0};            
           if (ctr == 4'b1111)
             state <= (ines[0] == 8'h4E) && (ines[1] == 8'h45) && (ines[2] == 8'h53) && (ines[3] == 8'h1A) && !ines[6][2] && !ines[6][3] ? 1 : 5;
         end
      1, 2: begin  
          if (bytes_left != 0) begin
            if (indata_clk) begin
              bytes_left <= bytes_left - 1;
              mem_addr <= mem_addr + 1;
            end
          end else if (state == 1) begin
            state <= 2;
            mem_addr <= 22'b10_0000_0000_0000_0000_0000;
            bytes_left <= {1'b0, chrrom, 13'b0};       
          end else if (state == 2) begin
            done <= 1;
          end
        end
      endcase
    end
  end
  reg [7:0] cycles_since_write;
  always @(posedge clk) begin
    mem_refresh <= 1'b0;
    if (!done) begin
        cycles_since_write <= cycles_since_write == 8'd48 ? 8'd48 : cycles_since_write + 1;
        if (mem_write) begin
            cycles_since_write <= 0;
        end else if (cycles_since_write[2:0] == 3'b111) begin
            mem_refresh <= 1'b1;
        end  
    end
    if (reset) cycles_since_write <= 8'd48;
  end
endmodule
==> ./run.sh <==
#!/bin/bash
# OpenROAD 26Q1-2900-gdf79404cd8, Yosys 0.63+post, stock flow scripts
make -C /OpenROAD-flow-scripts/flow DESIGN_CONFIG=/design/flow/config.mk WORK_HOME=/design/flow/orfs finish
==> ./config.mk <==
export PLATFORM = sky130hd
export DESIGN_NAME = GameLoader
export DESIGN_NICKNAME = GameLoader
export VERILOG_FILES = /design/flow/design.v
export SDC_FILE = /design/flow/constraint.sdc
export NUM_CORES = 4
export LEC_CHECK = 1
export CORE_UTILIZATION = 30
==> ./constraint.sdc <==
current_design GameLoader

set clk_period 13.0
set clk_io_pct 0.2

create_clock -name clk0 -period $clk_period [get_ports {clk}]

set non_clock_inputs [all_inputs -no_clocks]
set_input_delay [expr $clk_period * $clk_io_pct] -clock clk0 $non_clock_inputs
set_output_delay [expr $clk_period * $clk_io_pct] -clock clk0 [all_outputs]
==> Slide: Implementation Results <==
Synthesis and Place & Route Summary

Power and ir drop
  – Sw frac: between 20% and 30%
  – Clock power frac: between 50% and 60%
  – Sw Pwr: around 0.19 mW
  – Leakage power: roughly 2.4 nW
  – Power Internal: between 0.7 and 0.8 mW
  – Comb pwr share: 3.2%
  – Flop pwr share: ~45%
  – Maximum vdd drop: between 0.00009 and 0.0001 V
  – Power Density: around 130 mW/mm^2

Setup path
  – Top delay family on crit path: buffers and inverters
  – FF-to-FF End: bytes_left[10]
  – Critical path class: primary input to output pin
  – Slowest stage cell, crit path: clkdlybuf4s50_1
  – CP max FO: 9
  – Worst reg-to-reg setup slack: between 9000 and 10000 ps
  – CP required: between 10000 and 15000 ps
  – CP endpoint kind: output pin
  – Worst r2r src: bytes_left[0]
  – Max incr delay on CP: about 650 ps
  – Critical-path cell list: clkdlybuf4s50_1, o21ai_1, nor2_1, clkdlybuf4s50_1
  – CP dominant cell by count: clkdlybuf4s50_1
  – Reg2reg path depth: 8
  – Buffers & Inverters on Critical Path: 2
  – CP Data Arrival Time: approximately 4300 ps
  – Setup crit start kind: primary input

Die
  – Fp util: 30.53%
  – Die X: 140.0 um
  – FP Rows: around 50
  – Die height: roughly 140 um
  – Ports: ~100
  – Core box area: about 0.019 mm^2
  – Die footprint: between 0.015 and 0.02 mm^2

Placed design
  – GP Congestion: 0.8507
  – HPWL after detailed placement: 8781 um
  – # port buffers: approximately 85

Final timing
  – Max-slew violation count: 0
  – Layout Skew: ~8.5 ps
  – Setup Viol. Count Final: 0
  – Slew @ Worst Pin: around 830 ps
  – Fin crit share: a little over half
  – Max Fclk: approximately 150 MHz
  – Final hold viol count: 0
  – Slew margin rel.: approximately 45%
  – Min Clock Period, post-route: around 7000 ps
  – Fin Setup TNS: 0 ps
  – RSZ-0062 raised after global routing: false

Hold path
  – Min-Delay Endpoint: mem_addr[16]
  – Hold Crit Class: flop to flop
  – Hold_sp: mem_addr[16]
  – Hold depth: 2

Detailed routing
  – Post-DR wirelength/cell: 14.74 um
  – Final ANT Viol Nets: 0
  – Ant. Diodes: 0
  – Vias per inst: slightly below 5
  – # DRC: 0
  – TritonRoute pass-1 iters: 4
  – Final WL: 12510 um
  – Vias: 4185
  – Initial DRC Count: 277

CTS
  – Root Driver: clkbuf_16
  – TritonCTS clock tree: yes
  – H-tree levels: 4
  – Max Root-Sink Buffers: 2
  – Post-CTS Resized: 0
  – CTS clk-pin slew, worst paths: around 50 ps
  – # clock sinks: 120
  – Worst skew pair latency: 410 ps
  – Post-CTS Hold Buffers: 0
  – Num CTS Buffers: 17
  – Post-CTS setup repair buffer count: 0

GRT
  – Vias in the first global route: approximately 3900
  – Congestion Overflow GR: 0
  – Initial antenna violation count: 0
  – Largest net degree at the start of global routing: 31
  – Global-route wire length before repair: 20130 um
  – GRT Total Usage: a little over an eighth

Synth
  – Ys cells: about 530
  – Top-area cell type share of the netlist area: a little over two fifths
  – Count of library flops with an enable pin: between 80 and 90
  – Synth Seq Share: between 50% and 60%
  – Avg Cell Area, Syn: approximately 11 um^2
  – Post-Syn Area: around 0.0057 mm^2
  – Chip area line of the yosys report: about 0.0057 mm^2
  – Main area contributors: edfxtp_1 (43%), dfxtp_1 (14%), nor2_1 (4.0%)
  – Ys async rst share: 0%
  – Cell type with the largest total area: edfxtp_1
  – Post-synth regs: approximately 120
  – Cell Type Count: about 58
  – Commonest flop: edfxtp_1
  – Syn Inst Count: ~530
  – Synthesis warning total: 1

Finish
  – Sequential Area: between 0.003 and 0.004 mm^2
  – Final core utilization: between 30% and 40%
  – Share of layout cells above drive strength 1: ~8.5%
  – MI comb area: around 0.0022 mm^2
  – Layout fillers: between 1500 and 2000
  – Area growth syn-to-layout: 26.97%

Run
  – Max capacitance violation total: 0
  – Tool warnings: 29

Outcome
  – Status: complete, no violations
[registers in the layout, summed over array words and instances, names as in the netlist]
register,flops
done,1
ines,59
mem_refresh,1
state,3
mem_addr,22
cycles_since_write,8
bytes_left,22
ctr,4
[metrics by stage]
step | instances | worst slack (ps) | hold slack (ps) | total power, mW | area (um^2)
after floorplan | 544 | 7294 | 418.6 | 0.4445 | 5767
after global placement | 818 | 6185 | 473.6 | 0.4569 | 6626
after detailed placement | 818 | 6148 | 488.7 | 0.4574 | 6626
after CTS | 849 | 6131 | 500.2 | 0.9462 | 7251
after global routing | 849 | 6018 | 528.8 | 0.9663 | 7251
final | 849 | 6145 | 497.8 | 0.9370 | 7251
[power by group through the flow]
stage     logic, mW  clock network (mW)  registers [mW]
4_1_cts      0.0311               0.496           0.419
5_1_grt      0.0345               0.512           0.420
6_report     0.0304               0.488           0.419
[final cells by class]
cell class / instances / area share [%]
flip-flops and latches: 120 / 44.31
clock inverters: 14 / 2.744
inverters: 18 / 0.9318
clock buffers: 17 / 5.867
multi-input cells: 358 / 30.06
repair buffers: 88 / 12.04
well taps: 234 / 4.038
[layout by cell type (no fill, tap or decap), drive strengths merged, types with 3 or more instances in the layout]
cell	instances
nand3	15
buf	3
mux2i	4
nor3b	3
a21o	6
a2111oi	3
nor3	15
a21oi	38
or3	7
bufinv	4
inv	20
nor2b	3
o31ai	15
conb	16
ha	9
or2	3
nor4bb	3
nor4	10
clkbuf	17
nor4b	5
and3	4
o21ai	19
a211oi	5
nor2	61
nand2b	7
xnor2	15
nand3b	3
dfxtp	39
clkinvlp	3
edfxtp	81
nand4	9
clkdlybuf4s50	85
nand2	36
clkinv	5
or4	17
xor2	7
[worst reg2reg max path: stages, from the launching register on]
cell       delay [ps]
edfxtp_1          440
inv_1              90
ha_1              180
nor3b_2           340
nand3_1           340
o2111ai_2         430
a21o_1            730
a21oi_2           130
buf_4             260
[synth_stat cells (9+ instances only)]
cell	count
o31ai_1	15
nor2_1	61
xnor2_1	15
nand4_1	9
ha_1	9
o21ai_0	14
buf_4	30
or4_1	12
inv_1	18
nor3_1	11
clkbuf_1	11
a21oi_1	38
nand2_1	36
nor4_1	9
dfxtp_1	39
edfxtp_1	81
nand3_1	15
[how the worst max path moves through the flow]
stage / start / end / slack, ps / cells after the start
4_1_cts: indata_clk / mem_write / 6130 / 4
5_1_grt: indata_clk / mem_write / 6020 / 4
6_report: indata_clk / mem_write / 6140 / 4
[cell families after synthesis]
logic type / share of synthesized area (%)
adder cells (fa/ha/maj): 1.972
other: 0.06567
flip-flops: 56.27
XOR/XNOR: 3.374
AND/OR/NAND/NOR: 19.76
buffers and inverters: 6.617
AND-OR/OR-AND: 11.04
multiplexers: 0.8983
[routing by layer]
| layer | share of wire (%) | global-route usage, % | wire [um] | up-vias |
|---|---|---|---|---|
| met4 | 0.78 | 1.330 | 97 | 0 |
| met1 | 46 | 19.29 | 5761 | 1965 |
| met3 | 7.4 | 4.876 | 927 | 8 |
| met5 | 0 | 0 | 0 | - |
| li1 | - | - | - | 2067 |
| met2 | 46 | 20.68 | 5728 | 145 |
Power figures rest on the tool's default switching activity, not on a simulated workload.
